**./config.mk**
```make
export PLATFORM = sky130hd
export DESIGN_NAME = DACSerial
export DESIGN_NICKNAME = DACSerial
export VERILOG_FILES = /design/flow/design.v
export SDC_FILE = /design/flow/constraint.sdc
export NUM_CORES = 4
export LEC_CHECK = 1
export CORE_UTILIZATION = 50
```
**./constraint.sdc**
```tcl
current_design DACSerial

set clk_period 5.6
set clk_io_pct 0.2

create_clock -name clk0 -period $clk_period [get_ports {KEY}]

set non_clock_inputs [all_inputs -no_clocks]
set_input_delay [expr $clk_period * $clk_io_pct] -clock clk0 $non_clock_inputs
set_output_delay [expr $clk_period * $clk_io_pct] -clock clk0 [all_outputs]
```
**./design.v**
```verilog
module DACSerial( 
	input CLOCK_50,
	input [3:0] KEY,
	input [17:0] SW,
	output [17:0] LEDR,
	output [6:0] HEX0,
	output [6:0] HEX1,
	output [6:0] HEX2,
	output [6:0] HEX3,
	output [17:0] SRAM_ADDR,
	inout [15:0] SRAM_DQ,
	output SRAM_WE_N, 
	output SRAM_OE_N, 
	output SRAM_UB_N,
	output SRAM_LB_N, 
	output SRAM_CE_N, 
	inout [35:0] GPIO_0
);
	wire sram_wb_clk, sram_wb_cyc, sram_wb_stb, sram_wb_we, sram_wb_ack;
	wire [17:0] sram_wb_adr;
	wire [15:0] sram_wb_dat_io;
	wire [15:0] sram_wb_dat_oi;
	wire wb_rst_o, wb_clk_o, wb_cyc_o, wb_stb_o, wb_we_o;
	assign LEDR = SW;
	sram sram0(
		.wb_clk_i( sram_wb_clk ),
		.wb_cyc_i( sram_wb_cyc ),
		.wb_stb_i( sram_wb_stb ),
		.wb_we_i( sram_wb_we ),
		.wb_ack_o( sram_wb_ack ),
		.wb_adr_i( sram_wb_adr ),
		.wb_dat_i( sram_wb_dat_io ),
		.wb_dat_o( sram_wb_dat_oi ),
		.sram_ce_n( SRAM_CE_N ),
		.sram_oe_n( SRAM_OE_N ),
		.sram_we_n( SRAM_WE_N ),
		.sram_lb_n( SRAM_LB_N ),
		.sram_ub_n( SRAM_UB_N ),
		.sram_data( SRAM_DQ ),
		.sram_addr( SRAM_ADDR ) );
	serial serial0(
		.wb_rst_i( wb_rst_o ),
		.wb_clk_i( wb_clk_o ),
		.wb_cyc_i( wb_cyc_o ),
		.wb_stb_i( wb_stb_o ),
		.wb_we_i( wb_we_o ),
		.sram_wb_clk_o( sram_wb_clk ),
		.sram_wb_cyc_o( sram_wb_cyc ),
		.sram_wb_stb_o( sram_wb_stb ),
		.sram_wb_we_o( sram_wb_we ),
		.sram_wb_ack_i( sram_wb_ack ),
		.sram_wb_adr_o( sram_wb_adr ),
		.sram_wb_dat_i( sram_wb_dat_oi ),
		.serial_clk_o( GPIO_0[0] ),
		.serial_cyc_o( GPIO_0[1] ),
		.serial_dat_o( GPIO_0[4:2] ),
		.serial_dat_i( GPIO_0[7:5] ),
		.hex_segs_o_0( HEX0 ),
		.hex_segs_o_1( HEX1 ),
		.hex_segs_o_2( HEX2 ),
		.hex_segs_o_3( HEX3 )
		 );
	assign wb_rst_o = SW[0];
	assign wb_clk_o = KEY[0];
	assign wb_cyc_o = 1'b1;
	assign wb_stb_o = SW[1];
	assign wb_we_o = 1'b1;
endmodule
module HexDigit(
	output reg [6:0] segs,
	input [3:0] num
);
	always @(*)
	begin
		case (num)
				4'h0: segs = 7'b1000000;
				4'h1: segs = 7'b1111001;
				4'h2: segs = 7'b0100100;
				4'h3: segs = 7'b0110000;
				4'h4: segs = 7'b0011001;
				4'h5: segs = 7'b0010010;
				4'h6: segs = 7'b0000010;
				4'h7: segs = 7'b1111000;
				4'h8: segs = 7'b0000000;
				4'h9: segs = 7'b0010000;
				4'ha: segs = 7'b0001000;
				4'hb: segs = 7'b0000011;
				4'hc: segs = 7'b1000110;
				4'hd: segs = 7'b0100001;
				4'he: segs = 7'b0000110;
				4'hf: segs = 7'b0001110;
				default segs = 7'b1111111;
		endcase
	end
endmodule
module serial(
	input wb_rst_i,
	input wb_clk_i,
	input wb_cyc_i,
	input wb_stb_i,
	input wb_we_i,
	output sram_wb_clk_o,
	output sram_wb_cyc_o,
	output sram_wb_stb_o,
	output sram_wb_we_o,
	input sram_wb_ack_i,
	output reg [SRAM_ADDRESS_WIDTH-1:0] sram_wb_adr_o,
	input [SRAM_DATA_WIDTH-1:0] sram_wb_dat_i,
	output serial_clk_o,
	output serial_cyc_o,
	output [SERIAL_WIDTH-1:0] serial_dat_o,
	input [SERIAL_WIDTH-1:0] serial_dat_i,
	output [6:0] hex_segs_o_0,
	output [6:0] hex_segs_o_1,
	output [6:0] hex_segs_o_2,
	output [6:0] hex_segs_o_3
	);
	parameter SRAM_ADDRESS_WIDTH = 18;
	parameter SRAM_DATA_WIDTH = 16;
	parameter SERIAL_WIDTH = 3;
	parameter SERIAL_DATA_WIDTH = 5;
	parameter SERIAL_DATA_LENGTH = 24;
	parameter SERIAL_GROUP_START = 19;
	parameter SERIAL_CHANNEL_START = 16;
	parameter SERIAL_VOLTAGE_START = 0;
	localparam IDLE = 3'b000;
	localparam READ_ADDR = 3'b001;
	localparam STORE_ADDR = 3'b010;
	localparam READ_DATA = 3'b011;
	localparam STORE_DATA = 3'b100;
	localparam WRITE_SERIAL = 3'b101;
	reg [3:0] state, next_state;
	reg [SERIAL_WIDTH-1:0] chip_address;
	reg [SERIAL_DATA_WIDTH-1:0] serial_index;
	reg [SERIAL_DATA_LENGTH-1:0] serial_data;
	reg [3:0] hex0, hex1, hex2, hex3;
	HexDigit hex_digit0( hex_segs_o_0, hex0 );
	HexDigit hex_digit1( hex_segs_o_1, hex1 );
	HexDigit hex_digit2( hex_segs_o_2, hex2 );
	HexDigit hex_digit3( hex_segs_o_3, hex3 );
	always @(posedge wb_clk_i)
	begin
		if( wb_rst_i ) begin
			state <= IDLE;
			sram_wb_adr_o <= 'b0;
			hex0 <= 'hd;
			hex1 <= 'he;
			hex2 <= 'ha;
			hex3 <= 'hd;
		end else if ( wb_cyc_i ) begin
			state <= next_state;
			case( next_state )
				STORE_ADDR: begin
					chip_address <= sram_wb_dat_i[ 7: 5 ];
					serial_data[ SERIAL_DATA_LENGTH-1: SERIAL_GROUP_START ] 
						<= sram_wb_dat_i[4:3] + 1;
					serial_data[ SERIAL_GROUP_START-1: SERIAL_CHANNEL_START ] 
						<= sram_wb_dat_i[2:0];
					hex0 <= sram_wb_dat_i[15:12];
					hex1 <= sram_wb_dat_i[11:8];
					hex2 <= sram_wb_dat_i[7:4];
					hex3 <= sram_wb_dat_i[3:0];
					sram_wb_adr_o <= sram_wb_adr_o + 1;
				end 
				STORE_DATA: begin
					serial_data[ SERIAL_CHANNEL_START-1: 0 ] <= sram_wb_dat_i;
					hex0 <= sram_wb_dat_i[15:12];
					hex1 <= sram_wb_dat_i[11:8];
					hex2 <= sram_wb_dat_i[7:4];
					hex3 <= sram_wb_dat_i[3:0];
					sram_wb_adr_o <= sram_wb_adr_o + 1;
					serial_index <= 'b0;
				end
				WRITE_SERIAL: begin
					hex0 <= serial_data[ serial_index ] << chip_address;
					hex3 <= serial_index[4];
					hex2 <= serial_index[3:0];
					serial_index <= serial_index + 1;
				end
			endcase		
		end
	end
	always @(*)
	begin
		next_state = state;
		if( wb_cyc_i ) begin
			case( state )
				IDLE: begin
					if( wb_stb_i ) begin
						next_state = READ_ADDR;
					end
				end
				READ_ADDR: begin
					if( sram_wb_ack_i ) begin
						next_state = STORE_ADDR;
					end
				end
				STORE_ADDR:
					next_state = READ_DATA;
				READ_DATA: begin
					if( sram_wb_ack_i ) begin
						next_state = STORE_DATA;
					end
				end
				STORE_DATA:
					next_state = WRITE_SERIAL;
				WRITE_SERIAL: begin
					if( serial_index >= 5'd23 ) begin
						next_state = IDLE;
					end
				end
				default:
					next_state = IDLE;
			endcase		
		end		
	end
	assign sram_wb_clk_o = wb_clk_i;
	assign sram_wb_cyc_o = (state == READ_ADDR || state == READ_DATA);
	assign sram_wb_stb_o = (state == READ_ADDR || state == READ_DATA);
	assign sram_wb_we_o = 1'b0;
	assign serial_clk_o = wb_clk_i;
	assign serial_cyc_o = (state == WRITE_SERIAL);
	assign serial_dat_o = 
		(state == WRITE_SERIAL? 
			serial_data[ serial_index ] << chip_address: 
			'b0);
endmodule
module sram(
	input wb_clk_i,
	input wb_cyc_i,
	input wb_stb_i,
	input wb_we_i,
	output wb_ack_o,
	input [ADDRESS_WIDTH-1:0] wb_adr_i,
	input [DATA_WIDTH-1:0] wb_dat_i,
	output [DATA_WIDTH-1:0] wb_dat_o,
	output sram_ce_n,	 
	output sram_oe_n,	 
	output sram_we_n,	 
	output sram_lb_n,	 
	output sram_ub_n,	 
	inout [DATA_WIDTH-1:0] sram_data,
	output [ADDRESS_WIDTH-1:0] sram_addr
);
	parameter ADDRESS_WIDTH = 18;
	parameter DATA_WIDTH = 16;
	reg [1:0] read_ack_delay;
	assign sram_ce_n = !wb_cyc_i;
	assign sram_oe_n = !wb_stb_i;
	assign sram_we_n = !wb_stb_i;
	assign sram_lb_n = 1'b0;
	assign sram_ub_n = 1'b0;
	assign sram_data = (wb_we_i? wb_dat_i: 'bz);
	assign sram_addr = wb_adr_i;
	always @(posedge wb_clk_i)
	begin
		if( !wb_stb_i || !wb_cyc_i )
			read_ack_delay <= 2'b00;
		else begin
			read_ack_delay[1] <= !wb_we_i;
			read_ack_delay[0] <= read_ack_delay[1];
		end
	end
	assign wb_dat_o = (read_ack_delay[0]? sram_data: 'bz);
	assign wb_ack_o = wb_stb_i && (wb_we_i || read_ack_delay[0]);
endmodule
```
**./run.sh**
```bash
#!/bin/bash
# OpenROAD 26Q1-2900-gdf79404cd8, Yosys 0.63+post, stock flow scripts
make -C /OpenROAD-flow-scripts/flow DESIGN_CONFIG=/design/flow/config.mk WORK_HOME=/design/flow/orfs finish
```
==> reports/results.ini <==
[synthesis]
top_cell_area_share_pct = 37.2
edf_count = 5
ys_cells = 351
ff_type = dfxtp_1
ys_seq_share_pct = 41.7
ys_ff = 66
yosys.area.top_type = dfxtp_1
synthesis.area_mm2 = 0.00329
yosys_area_mm2 = 0.00329
async_reset_ff_share_pct = 0
ys_types = 52
synthCells = 351
yosys_warnings = 5
topCellsByArea = dfxtp_1 37%, buf_4 11%, ha_1 6.5%
syn_avg_cell_area_um2 = 9.36

[clock_network]
clockRootBuffer = clkbuf_8
cts-hold-fix-buffers = 0
cts.htree.levels = 3
ctsResizeCount = 0
cts.path.max_buffers = 2
post_cts_buffers = 0
clock_sinks = 66
numCtsBuffers = 9

[floorplan]
initCoreUtil_pct = 51.8
fp.dieW_um = 83.1
rows = 29
fp.dieH_um = 83.1
num_io_pins = 144

[run_status]
outcome = stopped before the end
stop_error = [error] [KeplerFormal.cpp:679] Workflow failed: Iso has multiple drivers: .GPIO_01, GPIO_0[1]$_DFF_P_.Q0
failed_stage = clock tree synthesis (4_1_cts)

[placed_design]
place_congestion = 0.831
hpwl_um = 3850
numPortBuffers = 53
dp_cells = 447

[sta]
untimed_endpoints = 31

-- cell usage after synthesis, drive strengths merged (7+ instances only) --
cell,number
a21oi,10
inv,18
nor2b,8
nand3,13
or2,8
buf,49
ha,17
xnor2,9
xor2,7
o21ai,10
mux2i,11
nand2,14
nor2,41
dfxtp,61
-- kinds of logic after synthesis --
kind of cell             count (synthesis)  synth area share [%]
AND-OR/OR-AND                           49                  11.9
AND/OR/NAND/NOR                        118                  18.2
adder cells (fa/ha/maj)                 17                  6.47
XOR/XNOR                                16                  4.26
other                                    1                 0.114
flip-flops                              66                  41.7
multiplexers                            11                  3.35
buffers and inverters                   73                  14.0
-- metrics by stage --
stage               util [%]  setup WS (ps)  area (µm²)
floorplan                  -           1580        3360
global placement        56.8           1050        3610
detailed placement      56.8           1060        3610
