`flow/config.mk`:
```
export PLATFORM = sky130hd
export DESIGN_NAME = NoiseEater
export DESIGN_NICKNAME = NoiseEater
export VERILOG_FILES = /design/flow/design.v
export SDC_FILE = /design/flow/constraint.sdc
export NUM_CORES = 4
export LEC_CHECK = 1
export CORE_UTILIZATION = 30
```
`flow/constraint.sdc`:
```
current_design NoiseEater

set clk_period 11.7
set clk_io_pct 0.2

create_clock -name clk0 -period $clk_period [get_ports {CLK}]

set non_clock_inputs [all_inputs -no_clocks]
set_input_delay [expr $clk_period * $clk_io_pct] -clock clk0 $non_clock_inputs
set_output_delay [expr $clk_period * $clk_io_pct] -clock clk0 [all_outputs]
```
`flow/design.v`:
```
module NoiseEater(
	input CLK,
	input RST,
	input HOLD,
	output ADC_RST,
	output reg ADC_CNVST,		 
	input ADC_EOC,		 
	output ADC_RD,
	output ADC_CS,
	input [15:0] ADC_DATA,
	output [15:0] DAC_DATA
	);
reg converting;
always @( posedge CLK ) begin
	if( !RST && !converting ) begin
		ADC_CNVST <= 1'b0;
		converting <= 1'b1;
	end else begin 
		converting <= 1'b0;
		ADC_CNVST <= 1'b1;
	end
end
reg latch_a, latch_b;
reg [15:0] data_a, data_b;
always @( posedge CLK ) begin
	if( !ADC_EOC ) begin
		latch_a <= latch_b;
		latch_b <= latch_a;
	end
end
reg [18:0] tmp_out, integral;
always @( posedge CLK ) begin
	if( RST ) begin
		tmp_out <= 16'b0;
		integral <= 16'b0;
	end else if( HOLD ) begin
		tmp_out <= tmp_out;
		integral <= 16'b0;
	end else begin
		integral <= integral + ( ADC_DATA - 16'b10 );
		tmp_out <= ( ADC_DATA - 16'b10 ) + integral;
	end
end
assign DAC_DATA = tmp_out[18: 3];
endmodule
```
`flow/run.sh`:
```
#!/bin/bash
# OpenROAD 26Q1-2900-gdf79404cd8, Yosys 0.63+post, stock flow scripts
make -C /OpenROAD-flow-scripts/flow DESIGN_CONFIG=/design/flow/config.mk WORK_HOME=/design/flow/orfs finish
```
==> summary.txt <==
run metrics: run status=complete, no violations, endpoints failing hold=0, die height=87.99 um, iteration count of the initial detailed-routing pass=4, Antenna diodes=0, worst hold slack after final layout=0.4324 ns, aggregate negative setup slack=0 ns, CTS buffer count=5, share of total power in combinational logic=25.7%, Reg power frac=40.9%, maximum fanout count along the critical path=8, average vias per placed instance=4.831, Yosys Chip Area=2218 sq um, tally of OpenROAD warnings=27, Synth top area share=33.39%, cell type with the largest total area after synthesis=dfxtp_1, global-route wire length before repair=8066 um, initial detailed-routing violation count=90, internal cell power=0.2515 mW, post-synthesis sequential area ratio=33.39%, Synth Area per Inst=8.838 sq um, remaining number of nets flagged by the antenna check after routing=0, Pins Over Slew Limit=0, post-route clock period utilization=48.08%, standard cell core area=6982 sq um, Synth top cell by count=dfxtp_1, number of global-route vias before repair=1675, number of antenna violations at the first check in global routing=0, post-CTS setup buffer count=0, area added between synthesis and finish=25.44%, top cells by area, synth=dfxtp_1 33%, ha_1 11%, xor2_1 6.3%, Mapped Cells=251, path type of the worst setup path=input port to register, required time worst endpoint=11.87 ns, dpl cell area=2663 sq um, worst min path class=register to register, count of boundary I/O pins=40, Post-Synth AOI/OAI Area=22.11%, final critical-path required period=5.625 ns, Power per Cell Area=125.1 nW/um^2, detailed placer's ending HPWL=3647 um, endpoint kind of the worst setup timing path=register, pin count of the biggest net entering global routing=16, Max Root-Sink Buffers=2, Fmax=177.8 MHz, data arrival time of the critical path=5.80 ns, share of synthesized cell area in and, or, nand and nor gates=19.40%, Setup Skew=0.003764 ns, standard-cell row count=30, maximum resistive drop on vdd=0.00005892 V, leakage power of the design=1.185 nW, most common library cells after synthesis=37 x dfxtp_1, 21 x nand2_1, 20 x ha_1, number of synthesized register bits=37, post-cts repair resize count=0, CTS tree=built, detailed-route via count=1860, Netlist Area Pre-Place=2218 sq um, final WL=4788 um, I/O Buffers=35, number of flops mapped to enable cells by yosys=0, clock-pin slew on the worst setup and hold paths=0.07 ns, share of cell area taken by muxes after synthesis=0%, largest non-sequential cell family by area=AND-OR/OR-AND gates, power spent charging and discharging nets=0.09675 mW, Max Cap Violations=0, final cell area excluding filler cells=2783 sq um, x dimension of the die=87.99 um, GPL Wtd Cong=0.8966, global route total overflow=0, routed length per instance=12.44 um, Init Core Util=31.77%, RSZ-0062 raised after global routing=false, # DRC=0, hold buffers post-CTS=0, adder-cell share of the synthesized area=12.18%, yosys stat cell total=251, pin slew with the least headroom to its limit=0.8470 ns, switching power as a share of total power=27.78%, total routing resource utilization after global routing=13.56%, Worst setup SP type=input port, area of the die=7742 sq um, worst rel slew slack=43.33%, number of distinct library cells after synthesis=46, fraction of power consumed by the clock network=33.4%, total of warnings raised by yosys=4, CTS root buf=clkbuf_8, count of H-tree levels built during CTS=2, most instantiated flip-flop cell in the synthesis netlist=dfxtp_1, share of flip-flops with an asynchronous set or reset after synthesis=0%, fraction of final layout cells sized beyond drive strength 1=6.228%, clock latency at the later pin of the worst-skew pair=0.29 ns, number of sinks on the clock net=37, setup violators final=0, Post-Synth XOR/XNOR Area=9.870%
stage by stage:
stage,power (mW),setup slack [ns],cells,utilization (%)
2_1_floorplan,0.2009,6.617,253,-
3_3_place_gp,0.2342,5.817,377,38.14
3_5_place_dp,0.2334,5.789,377,38.14
4_1_cts,0.3519,6.093,385,39.86
5_1_grt,0.3700,5.744,385,39.86
6_report,0.3482,6.075,385,39.86
worst max-delay path, stage by stage:
cell and delay [ns]:
clkdlybuf4s50_1 0.44, inv_1 0.14, ha_1 0.22, nand3b_1 0.14
nor4_1 0.36, nand2b_1 0.17, nor4_1 0.26, xor2_1 0.20
ha_1 0.35, a21oi_1 0.23, o21bai_1 0.08, a221oi_1 0.27
a21boi_0 0.30, xor2_1 0.21, o21ai_0 0.09
sequential cells by signal, summed over array words and instances, names as in the netlist:
| register | count |
|---|---|
| integral | 19 |
| converting | 1 |
| tmp_out | 16 |
| ADC_CNVST | 1 |
cell type report:
type / instances / area, sq um
multi-input cells: 202 / 1421
clock buffers: 6 / 82.58
inverters: 6 / 22.52
clock inverters: 2 / 37.54
flip-flops and latches: 37 / 740.7
fillers: 703 / 4199
repair buffers: 36 / 357.8
well taps: 96 / 120.1
cell usage in the layout (no fill, tap or decap), drive strengths merged, types with 3 or more instances in the layout:
master / count
nor4: 4
and2: 11
or3: 4
nand2: 21
conb: 3
clkbuf: 6
ha: 20
or2: 5
xor2: 16
o31ai: 3
nor2: 16
nand4: 3
inv: 6
o21a: 5
o21ai: 10
a21o: 12
a21boi: 4
dfxtp: 37
clkdlybuf4s50: 35
a22o: 5
xnor2: 9
nor3: 7
a21oi: 18
path summary, 6_finish.rpt:
check / startpoint / end / slack (ns) / depth (start not counted)
setup / recovery: ADC_DATA[1] / tmp_out[16] / 6.07 / 15
hold / removal: converting / ADC_CNVST / 0.43 / 1
setup reg to reg: integral[0] / tmp_out[16] / 9.39 / 8
hold reg to reg: converting / ADC_CNVST / 0.43 / 1
power groups by stage:
| stage | combinational (mW) | clock (mW) | sequential [mW] |
|---|---|---|---|
| 6_report | 0.0895 | 0.116 | 0.142 |
| 5_1_grt | 0.100 | 0.126 | 0.144 |
| 4_1_cts | 0.0895 | 0.120 | 0.143 |
metal layers:
layer | GRT usage [%] | vias to the layer above | routed length, um
met5 | 0 | - | 0
met1 | 23.57 | 822 | 2646
li1 | - | 973 | -
met3 | 1.908 | 8 | 288
met2 | 17.90 | 57 | 1757
met4 | 2.385 | 0 | 95
cell families after synthesis:
logic type	after synthesis
compound gates	72
other cells	1
xor+xnor	25
buf+inv	14
fa+ha+maj	21
flops	37
simple gates	81
No activity file was given, so power comes from the tool's default toggle rates.
